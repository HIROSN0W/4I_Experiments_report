===== flow/run.sh =====
#!/bin/bash
# OpenROAD 26Q1-2900-gdf79404cd8, Yosys 0.63+post, stock flow scripts
make -C /OpenROAD-flow-scripts/flow DESIGN_CONFIG=/design/flow/config.mk WORK_HOME=/design/flow/orfs finish

===== flow/config.mk =====
export PLATFORM = sky130hd
export DESIGN_NAME = Display_7seg
export DESIGN_NICKNAME = Display_7seg
export VERILOG_FILES = /design/flow/design.v
export SDC_FILE = /design/flow/constraint.sdc
export NUM_CORES = 4
export LEC_CHECK = 1
export CORE_UTILIZATION = 30

===== flow/constraint.sdc =====
current_design Display_7seg

set clk_period 4.0
set clk_io_pct 0.2

create_clock -name clk0 -period $clk_period [get_ports {CLK}]

set non_clock_inputs [all_inputs -no_clocks]
set_input_delay [expr $clk_period * $clk_io_pct] -clock clk0 $non_clock_inputs
set_output_delay [expr $clk_period * $clk_io_pct] -clock clk0 [all_outputs]

===== flow/design.v =====
`timescale 1ns / 1ps
module Display_7seg(
    input CLK,               
    input RESET,             
    input [3:0] D3,          
    input [3:0] D2,          
    input [3:0] D1,          
    input [3:0] D0,          
    output [6:0] SEG_OUT,    
    output [3:0] ANODE       
);
    parameter division_ratio = 32'd100_000; 
    reg [31:0] count;        
    wire carry;              
    reg [3:0] place;         
    wire [3:0] disp_val;     
    always @(posedge CLK or posedge RESET) begin
        if (RESET == 1'b1) begin
            count <= 32'd0;
        end else if (carry == 1'b1) begin
            count <= 32'd0;
        end else begin
            count <= count + 1'b1;
        end
    end
    assign carry = (count == division_ratio) ? 1'b1 : 1'b0;
    always @(posedge CLK or posedge RESET) begin
        if (RESET == 1'b1) begin
            place <= 4'b1110;  
        end else if (carry == 1'b1) begin
            place <= {place[2:0], place[3]};
        end
    end
    assign ANODE = place;
    function [3:0] seg_value;
        input [3:0] pl;
        input [3:0] d3, d2, d1, d0;
        begin
            case (pl)
                4'b1110: seg_value = d0;  
                4'b1101: seg_value = d1;  
                4'b1011: seg_value = d2;  
                4'b0111: seg_value = d3;  
                default: seg_value = 4'b0000;
            endcase
        end
    endfunction
    assign disp_val = seg_value(place, D3, D2, D1, D0);
    function [6:0] seg_dec;
        input [3:0] val;
        begin
            case (val)
                4'h0: seg_dec = 7'b1000000;  
                4'h1: seg_dec = 7'b1111001;  
                4'h2: seg_dec = 7'b0100100;  
                4'h3: seg_dec = 7'b0110000;  
                4'h4: seg_dec = 7'b0011001;  
                4'h5: seg_dec = 7'b0010010;  
                4'h6: seg_dec = 7'b0000010;  
                4'h7: seg_dec = 7'b1011000;  
                4'h8: seg_dec = 7'b0000000;  
                4'h9: seg_dec = 7'b0010000;  
                default: seg_dec = 7'b0000110; 
            endcase
        end
    endfunction
    assign SEG_OUT = seg_dec(disp_val);
endmodule

==> flow_summary.yaml <==
# flow metrics
grt:
  antenna_found_initial: 0
  grt_pass1_wl_mm: 6.58
  grt_max_degree: 37
  overflow: 0
  grt_pass1_vias: 1425
  grtUsageTotal_pct: 11.5
synth:
  synthDistinctLibCells: 40
  avgSynthCellArea_um2: 10.4
  synth_flops: 36
  ys_area_mm2: 0.00204
  synthCells: 196
  ys_cells: 196
  synth-async-reset-ratio_pct: 100
  edf_count: 0
  ff_type: "dfrtp_1"
  syn_area_mm2: 0.00204
  synth_warnings: 1
  ys_seq_share_pct: 44.2
floorplanning:
  die_area_mm2: 0.00715
  die.size.x_um: 84.6
  pin_count: 29
  initial_utilization_pct: 31.7
  dieHeight_um: 84.6
  core-area_mm2: 0.00646
  rows: 29
critical_path:
  critPathLaunchType: "primary input"
  critical_path_class: "in -> out"
  critPathMaxFanout: 4
  worst-path-stages: 8
  path_common_cell: "clkdlybuf4s50_1"
  cp.arrival_ps: 3010
  cpPeakStageDelay_ps: 470
  crit_family: "buffers and inverters"
  worst-r2r-cell-count: 6
  critical_path.slowest_cell: "clkdlybuf4s50_1"
  required_ps: 3200
  cp_cell_sequence: "clkdlybuf4s50_1 > a22o_1 > a31oi_1 > inv_1 > ha_1 > mux2_1 > mux2i_1 > clkdlybuf4s50_1"
  cp-end-kind: "output pin"
  cp_num_buf_inv: 3
power:
  p_comb_share_pct: 3.7
  p_leak_nw: 1.09
  switching_power_uw: 129
  pwr-share-clk_pct: 40.1
  p_per_area_mw_per_mm2: 260
  internal_power_uw: 520
  ir_drop_v: 0.000217
  seq_power_share_pct: 56.1
  sw_frac_of_total_pct: 19.9
cts:
  hold_buffers: 0
  clock_sinks: 36
  clkLatencyLatePin_ps: 280
  cts.clk_slew.worst_paths_ps: 70
  cts_resized: 0
  tritoncts: "done"
  cts-root-buf: "clkbuf_8"
  cts_buffers: 5
  post_cts_buffers: 0
  clock_path_buffers: 2
  cts-htree-levels: 2
route:
  antennaDiodeCount: 0
  wl_per_cell_um: 12.3
  vias: 1488
  drc: 0
  ant_nets: 0
  drt-total-wl_mm: 3.78
  via_per_inst: 4.85
  drtIter0Drc: 90
  first_pass_iters: 23
timing:
  setup_viol: 0
  fmax_ghz: 0.263
  rsz0062_at_grt: "false"
  final.setup_skew_ps: 2.28
  slew_violations: 0
  period_used_pct: 95.2
  whs_ps: 478
  slew_headroom_pct: 60.4
  worst_slack_ps: 193
  finalCriticalPeriod_ps: 3810
  setup-tns-final_ps: 0
  hold_viol: 0
  worst_slew_pin_slew_ps: 590
flow_run:
  drv_cap: 0
  warnings: 29
worst_hold_path:
  hp-class: "reg -> reg"
  hold_path_depth: 1
placed_design:
  port_buffers: 28
  hpwlAfterDp_mm: 2.60
  dp_worst_setup_slack_ps: 201
  place.gp.congestion: 0.812
cells_and_area:
  final_layout_size_suffix_gt1_share_pct: 11.3
  final_common_cell: "dfrtp_1"
  area_delta_synth_final_pct: 22.2
  final_cell_mix: "33 x dfrtp_1, 28 x clkdlybuf4s50_1, 20 x nor2_1, 17 x xnor2_1"
  postLayoutCoreUtil_pct: 38.7
run_status:
  outcome: "finished clean"
layer usage:
layer | track usage, % | vias to the layer above | part of all wire, %
met1 | 18.6 | 680 | 49
met4 | 1.39 | 0 | 1.5
met2 | 16.9 | 35 | 42
met3 | 2.39 | 19 | 7.5
met5 | 0 | - | 0
li1 | - | 754 | -
area by class of cell:
| type | instances | area, µm² |
|---|---|---|
| Fill cell | 621 | 3960 |
| Clock buffer | 8 | 90.1 |
| Tap cell | 77 | 96.3 |
| Multi-Input combinational cell | 146 | 1070 |
| Timing Repair Buffer | 30 | 295 |
| Sequential cell | 36 | 905 |
| Inverter | 10 | 37.5 |
power by group through the flow:
stage     sequential [mW]  clock [mW]  combinational, mW
6_report            0.364       0.261             0.0243
4_1_cts             0.364       0.271             0.0252
5_1_grt             0.364       0.286             0.0270
Yosys cell counts, drive strengths merged (2+ instances only):
cell | n | area share (%)
dfrtp | 33 | 40
nor2 | 20 | 3.7
xnor2 | 17 | 7.3
nand3 | 16 | 4.8
nand2 | 14 | 2.6
xor2 | 13 | 5.6
inv | 10 | 1.8
nand4 | 9 | 3.5
and3 | 6 | 2.0
ha | 6 | 3.7
nor3 | 6 | 1.7
mux2 | 5 | 2.8
nor4b | 5 | 2.1
buf | 4 | 1.4
a22o | 3 | 1.3
dfstp | 3 | 3.9
nor2b | 3 | 0.92
nor4 | 3 | 2.4
o2bb2ai | 3 | 1.3
a22oi | 2 | 0.73
a31oi | 2 | 0.61
and4 | 2 | 0.86
and4b | 2 | 0.98
mux2i | 2 | 0.98
o21bai | 2 | 1.3
sequential cells by signal, indices dropped and copies added, names as in the netlist:
name / cells
count: 32
place: 4
path summary, 6_finish.rpt:
check | from | endpoint | slack [ps]
max reg2reg | count[0] | count[24] | 1960
max in group asynchronous | RESET | place[2] | 2740
max | D3[1] | SEG_OUT[4] | 190
min | count[31] | count[31] | 480
min in group asynchronous | RESET | count[16] | 910
min reg2reg | count[31] | count[31] | 480
through the flow:
| step | instances | total power [mW] | cell area [µm²] |
|---|---|---|---|
| floorplan | 196 | 0.376 | 2040 |
| global placement | 299 | 0.396 | 2410 |
| detailed placement | 299 | 0.396 | 2410 |
| CTS | 307 | 0.660 | 2500 |
| global route | 307 | 0.677 | 2500 |
| finish | 307 | 0.649 | 2500 |
logic make-up (layout without fill, tap and decap cells):
kind of cell | Yosys count | in the layout | synth area share [%]
AOI/OAI and AO/OA | 15 | 15 | 6.06
xor gates and xnor gates | 30 | 30 | 12.9
DFF | 36 | 36 | 44.2
buffers and inverters | 14 | 48 | 3.24
adders and majority gates | 6 | 6 | 3.67
muxes | 7 | 7 | 3.73
and+or+nand+nor | 88 | 88 | 26.2
Power figures rest on the tool's default switching activity, not on a simulated workload.
